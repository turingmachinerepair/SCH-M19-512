$ cat flow/design.v
`timescale 1ns / 1ps
module DataFormer(
	str,
	wdata,
	bval,
	offset,
	o_str
);
genvar i;
parameter WORD_WIDTH = 32;
parameter WORD_COUNT = 4;
parameter OFFSET_WIDTH = 4;
localparam BVAL_WIDTH = WORD_COUNT;
localparam STR_WIDTH = WORD_COUNT*WORD_WIDTH;
input wire	[STR_WIDTH-1:0]		str;
input wire	[WORD_WIDTH-1:0]		wdata;
input wire	[BVAL_WIDTH-1:0]		bval;
input wire	[OFFSET_WIDTH-1:0]	offset;
output reg [STR_WIDTH-1:0]		o_str;
wire [8*BVAL_WIDTH-1:0] expanded_bval;
wire [WORD_WIDTH-1:0]	effective_word;
assign expanded_bval = { {8{bval[3]}}, {8{bval[2]}}, {8{bval[1]}}, {8{bval[0]}} };
assign effective_word = wdata & expanded_bval;
reg [STR_WIDTH-1:0] mask;
reg [STR_WIDTH-1:0] word_mask;
reg [7:0]	effective_shift;
always @(*)
begin
	mask = expanded_bval; 
	effective_shift = ((offset>>2))*WORD_WIDTH;
	mask = (mask<< effective_shift);
	o_str = (( ~mask & str ) | (effective_word << effective_shift) );
end
endmodule
$ cat flow/run.sh
#!/bin/bash
# OpenROAD 26Q1-2900-gdf79404cd8, Yosys 0.63+post, stock flow scripts
make -C /OpenROAD-flow-scripts/flow DESIGN_CONFIG=/design/flow/config.mk WORK_HOME=/design/flow/orfs finish
$ cat flow/config.mk
export PLATFORM = sky130hd
export DESIGN_NAME = DataFormer
export DESIGN_NICKNAME = DataFormer
export VERILOG_FILES = /design/flow/design.v
export SDC_FILE = /design/flow/constraint.sdc
export NUM_CORES = 4
export LEC_CHECK = 1
export CORE_AREA = 10 10 121 121
export DIE_AREA = 0 0 131 131
$ cat flow/constraint.sdc
current_design DataFormer

set clk_period 2.2
set clk_io_pct 0.2

create_clock -name clk0 -period $clk_period

set non_clock_inputs [all_inputs -no_clocks]
set_input_delay [expr $clk_period * $clk_io_pct] -clock clk0 $non_clock_inputs
set_output_delay [expr $clk_period * $clk_io_pct] -clock clk0 [all_outputs]
==> results.txt <==
run results: Slew @ Worst Pin 0.210 ns, crit-path max cell delay 0.27 ns, DR WL/cell 20.2 µm, vias per cell 4.05, CP cell instances buf_8, buf_12, buf_4, nand3b_4, buf_4, mux2_2, dlygate4sd2_1, Final Worst Setup Slack 0.0164 ns, WL final 13500 µm, final period utilization 0.993, stage-log warning count 36, clock buffer count 0, WHS Path Cells 5, CP endpoint kind output port, Syn Area/Cell 11.6 µm², Tmin final 2.18 ns, WHS Endpoint o_str[75], RSZ-0062 raised after global routing true, fin. max-slew vios 0, die width 131 µm, fin cells 670, Die Ht 131 µm, Seq/Total Area, Yosys 0, dpl cell area 4980 µm², CTS Hold Bufs 0, fin area 5710 µm², worst hold start bval[1], die area 17200 µm², Area Growth Syn to Fin 232%, layout cell share with drive strength beyond 1 0.419, Critical Path AT 1.74 ns, Yosys Chip Area 1720 µm², Worst IR Drop VDD 0.0000954 V, CP Launch Type primary input, DRC 0, Commonest Layout Cell clkdlybuf4s50_1, Routability Congestion 0.900, Final Util 0.473, vias in the first global route 2950, Critical Path RT 1.76 ns, Detailed Route Iter0 Violations 68, final setup fails 0, Worst slew margin 0.860, Yosys cell types 7, # rows 40, pre-CTS WS -0.544 ns, Cell Pwr Density 176 nW/µm², I/O Pins 296, core area 12100 µm², drt first pass iters 4, Antenna Violating Nets Remaining 0, Top Layout Cells clkdlybuf4s50_1, mux2_2, mux2_4, dlygate4sd2_1, buf_4, Pleak 2.64 nW, HPWL after detailed placement 11100 µm, outcome completed, flip-flops 0, most frequent CP cell buf_4, cell total after placement 616, count of final hold-check violations 0, Gate Count Post-Synth 148, number of cells in Yosys stat 148, Hold/Removal Path Class in2out, first-pass GRT wire length 18600 µm, via count 2711, Pre-Place Util 0.143, Peak Freq 458 MHz, Yosys warnings 1, Mapped Area 1720 µm², critical path class in2out, gr usage total 0.141, Max-Cap Viols 0, Buffers on Ports 294, initial antenna violation count 1, Sequential Area 0 µm², largest net degree at the start of global routing 9, WHS 1.55 ns, CP max stage cell dlygate4sd2_1, crit-path max FO 8, GRT overflow 0
[critical path, delay by kind of cell]
kind                   cells  cell delay (ns)
AND/OR/NAND/NOR            1             0.22
buffers and inverters      5             0.82
multiplexers               1             0.26
[worst max path at each step]
stage,to,slack [ns],from,cells past startpoint
4_1_cts,o_str[34],-0.01,offset[3],6
6_report,o_str[33],0.02,offset[3],7
5_1_grt,o_str[37],-0.03,offset[3],7
[logic make-up (layout without fill, tap and decap cells)]
family | after synthesis | after routing | synth area share
buffers and inverters | 4 | 357 | 0.0218
muxes | 128 | 128 | 0.838
other | 0 | 1 | 0
and+or+nand+nor | 16 | 16 | 0.140
[per-stage QoR]
| step | setup TNS [ns] | power [W] |
|---|---|---|
| 3_3_place_gp | -57.52 | 0.000942 |
| 5_1_grt | -0.102 | 0.00108 |
| 6_report | 0 | 0.00100 |
| 4_1_cts | -0.0676 | 0.000977 |
| 3_5_place_dp | -56.98 | 0.000935 |
| 2_1_floorplan | 0 | 0.000205 |
[power breakdown]
group / internal (W) / switching, W / leakage [nW]
Sequential: 0 / 0 / 0
Combinational: 0.000750 / 0.000253 / 2.64
Clock: 0.0000000000609 / 0 / 0.00000634
[synthesized netlist by cell type]
cell type  instances  area share
mux2_2           128        0.84
nand3_2            4       0.023
nand3b_2           4       0.026
nand3b_4           4       0.047
nor3b_4            4       0.044
buf_4              2      0.0087
buf_6              2       0.013
[final cells by class]
type                            instances  area [µm²]
Fill cell                            1106        6350
Timing Repair Buffer                  357        3580
Multi-Input combinational cell        144        1920
Tap cell                              168         210
Antenna cell                            1        2.50
[per-layer routing]
layer	vias to the layer above	routed length, µm	GRT usage
met3	2	1360	0.0507
li1	1305	-	-
met1	1257	5220	0.171
met5	-	0	0
met4	0	31	0.00327
met2	147	6900	0.248
[what timing repair did]
| item | 4_1_cts | 5_1_grt |
|---|---|---|
| pin swaps | 8 | 3 |
| buffers inserted | 26 | 25 |
| setup endpoints to repair | 128 | 70 |
| resized | 129 | 54 |
| gates cloned | 2 | 0 |
| hold endpoints to repair | 0 | 0 |
Power is estimated from default activity; no workload was simulated.
